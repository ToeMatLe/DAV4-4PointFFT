### flow/design.v
module butterfly #(
    parameter int WIDTH = 32
)(
    input  logic signed [WIDTH-1:0] A,
    input  logic signed [WIDTH-1:0] B,
    input  logic signed [WIDTH-1:0] W,
    output logic signed [WIDTH-1:0] out0,
    output logic signed [WIDTH-1:0] out1
);
    localparam int HALF = WIDTH/2;
    logic signed [HALF-1:0] A_real, A_imag, B_real, B_imag, W_real, W_imag;
    assign A_real = A[WIDTH-1:HALF];
    assign A_imag = A[HALF-1:0];
    assign B_real = B[WIDTH-1:HALF];
    assign B_imag = B[HALF-1:0];
    assign W_real = W[WIDTH-1:HALF];
    assign W_imag = W[HALF-1:0];
    logic signed [WIDTH-1:0] mult_ac, mult_bd, mult_ad, mult_bc;
    logic signed [WIDTH-1:0] temp_real, temp_imag;
    assign mult_ac  = B_real * W_real;
    assign mult_bd  = B_imag * W_imag;
    assign mult_ad  = B_real * W_imag;
    assign mult_bc  = B_imag * W_real;
    assign temp_real = mult_ac - mult_bd;
    assign temp_imag = mult_ad + mult_bc;
    logic signed [2*HALF-1:0] bw_real_full, bw_imag_full;
    logic signed [HALF-1:0]   bw_real, bw_imag;
    assign bw_real_full = (temp_real + (1 <<< 14)) >>> 15;
    assign bw_imag_full = (temp_imag + (1 <<< 14)) >>> 15;
    assign bw_real = bw_real_full[HALF-1:0];
    assign bw_imag = bw_imag_full[HALF-1:0];
    logic signed [HALF:0] sum0_r, sum0_i, sum1_r, sum1_i;
    assign sum0_r = A_real + bw_real;
    assign sum0_i = A_imag + bw_imag;
    assign sum1_r = A_real - bw_real;
    assign sum1_i = A_imag - bw_imag;
    assign out0 = {sum0_r[HALF-1:0], sum0_i[HALF-1:0]};
    assign out1 = {sum1_r[HALF-1:0], sum1_i[HALF-1:0]};
endmodule
module fft4 #(
    parameter int WIDTH = 32
)(
    input logic clk,
    input logic rst,
    input logic start,
    output logic done,
    input signed [WIDTH-1:0] in0,
    input signed [WIDTH-1:0] in1,
    input signed [WIDTH-1:0] in2,
    input signed [WIDTH-1:0] in3,
    output signed [WIDTH-1:0] out0,
    output signed [WIDTH-1:0] out1,
    output signed [WIDTH-1:0] out2,
    output signed [WIDTH-1:0] out3
);
    localparam logic signed [WIDTH-1:0] W0 = {16'sd32767,  16'sd0};           
    localparam logic signed [WIDTH-1:0] W1 = {16'sd0,     -16'sd32768};       
    localparam logic signed [WIDTH-1:0] W2 = {-16'sd32768, 16'sd0};           
    localparam logic signed [WIDTH-1:0] W3 = {16'sd0,      16'sd32767};       
    typedef enum logic [1:0] { 
        RESET = 2'b00,
        STAGE1 = 2'b01,
        STAGE2 = 2'b10,
        DONE = 2'b11
    } state;
    state current_state, next_state;
    logic signed [WIDTH-1:0] bf1_out1, bf1_out2;
    logic signed [WIDTH-1:0] bf2_out1, bf2_out2;
    logic signed [WIDTH-1:0] bf_in0, bf_in1, bf_in2, bf_in3;
    logic signed [WIDTH-1:0] tw_even, tw_odd;
    logic signed [WIDTH-1:0] s1_e0, s1_e1, s1_o0, s1_o1;
    butterfly #(.WIDTH(WIDTH)) bfeven (
        .A(bf_in0),
        .B(bf_in1),
        .W(tw_even),
        .out0(bf1_out1),
        .out1(bf1_out2)
    );
    butterfly #(.WIDTH(WIDTH)) bfodd (
        .A(bf_in2),
        .B(bf_in3),
        .W(tw_odd),
        .out0(bf2_out1),
        .out1(bf2_out2)
    );
    always_comb begin : state_transition
        case (current_state)
            RESET: next_state = start ? STAGE1 : RESET;  
            STAGE1: next_state = STAGE2;
            STAGE2: next_state = DONE;
            DONE: next_state = rst ? RESET : DONE;  
            default next_state = RESET;  
        endcase
    end
    always_ff @(posedge clk or posedge rst) begin
        if (rst) begin
            current_state <= RESET;
        end else begin
            current_state <= next_state;
        end
    end
    always_ff @(posedge clk) begin
        case (current_state)
            RESET: begin
                done <= 0;
                out0 <= 0;
                out1 <= 0;
                out2 <= 0;
                out3 <= 0;
            end
            STAGE1: begin
                done <= 0;
                bf_in0 <= in0;
                bf_in1 <= in2;
                bf_in2 <= in1;
                bf_in3 <= in3;
                tw_even <= W0;  
                tw_odd <= W0;   
                s1_e0 <= bf1_out1;
                s1_e1 <= bf1_out2;
                s1_o0 <= bf2_out1;
                s1_o1 <= bf2_out2;
            end
            STAGE2: begin
                done <= 0;
                bf_in0 <= s1_e0; 
                bf_in1 <= s1_o0; 
                bf_in2 <= s1_e1; 
                bf_in3 <= s1_o1;
                tw_even <= W0;  
                tw_odd <= W1;   
            end
            DONE: begin
                out0 <= bf1_out1;
                out2 <= bf1_out2;
                out1 <= bf2_out1;
                out3 <= bf2_out2;
                done <= 1;  
            end
        endcase
    end
endmodule
### flow/run.sh
#!/bin/bash
# OpenROAD 26Q1-2900-gdf79404cd8, Yosys 0.63+post, stock flow scripts
make -C /OpenROAD-flow-scripts/flow DESIGN_CONFIG=/design/flow/config.mk WORK_HOME=/design/flow/orfs finish
### flow/config.mk
export PLATFORM = sky130hd
export DESIGN_NAME = fft4
export DESIGN_NICKNAME = fft4
export VERILOG_FILES = /design/flow/design.v
export SDC_FILE = /design/flow/constraint.sdc
export NUM_CORES = 4
export LEC_CHECK = 1
export CORE_UTILIZATION = 30
### flow/constraint.sdc
current_design fft4

set clk_period 17.7
set clk_io_pct 0.2

create_clock -name clk0 -period $clk_period [get_ports {clk}]

set non_clock_inputs [all_inputs -no_clocks]
set_input_delay [expr $clk_period * $clk_io_pct] -clock clk0 $non_clock_inputs
set_output_delay [expr $clk_period * $clk_io_pct] -clock clk0 [all_outputs]
==> out/qor.yml <==
run_status: "finished, final reports clean"
yosys_most_used_dff: "edfxtp_1"
pin_count: 260
crit_top_cell: "fa_1"
dpl.hpwl_mm: 103
cts.sinks: 383
core_um2: 156000
yosysUniqueCellTypes: 80
min-delay-path-class: "register to register"
fillCellCount: 15400
critPathLaunchType: "register"
drt_wl_total_mm: 122
drt_iter0_drc: 984
fin_util_pct: 34.4
hold_violations: 0
cts_tree: "yes"
post_cts_resized: 0
warning_count: 145
dieArea_um2: 159000
avgRoutedWirePerCell_um: 18.2
drv_slew: 0
yosysWarningCount: 9
relSlewSlack_pct: 47.5
grt_first_pass_wirelength_mm: 191
drc: 0
fp_util_pct: 30.2
postCtsSetupBuffers: 0
die-width_um: 398
grt_pass1_vias: 31800
vias: 29200
syn_area_um2: 47100
clk_latency_ns: 0.63
vias_per_cell: 4.37
postSynthSeqShare_pct: 24.4
worst_path_max_delay_cell: "fa_1"
hold_ws_ns: 0.534
path_max_fanout: 52
fin_crit_ns: 9.78
crit_arrival_ns: 10.16
yosys_cells: 4326
clockBufferDepth: 3
tns_ns: 0
rows: 145
cp_data_required_time_ns: 18.08
grt_max_degree: 72
crit_path_end_kind: "register"
crit_type: "register to register"
syn_to_final_growth_pct: 14.0
cts_made_buffers: 49
critPathMaxStageDelay_ns: 0.71
skew_ns: 0.0293
ant_nets: 0
critPathBufInv: 7
ctsRootBufferMaster: "clkbuf_16"
drive_gt1_share_pct: 6.00
clk_pin_slew_worst_paths_ns: 0.06
cap_violations: 0
routabilityCongestion: 0.947
async_reset_ff_share_pct: 1.04
setup_viol: 0
cts_max_level: 2
port_buffers: 259
crit_family: "adder cells"
yosysChipArea_um2: 47100
period_used_pct: 55.3
grt_util_all_layers_pct: 16.8
r2r_slack_ns: 7.92
rsz0062_at_grt: "no"
grt-ovfl-total: 0
synth-edff-count: 378
synth_cells: 4326
avgSynthCellArea_um2: 10.9
numSynthFlops: 383
die_h_um: 398
tightest_slew_ns: 0.768
fmax_mhz: 102
postCtsHoldBufs: 0
antenna_found_initial: 15
first_pass_iters: 5
-- worst register-to-register path, delay by kind of cell, from the launching register on --
family                   cells  cell delay, ns
flip-flops                   1            0.32
AND/OR/NAND/NOR              4            0.81
buffers and inverters        7            0.74
XOR/XNOR                     2            0.27
AND-OR/OR-AND               10            2.43
adder cells (fa/ha/maj)     10            4.96
-- cells in the mapped netlist, types with 5 or more instances --
cell type  number  area share (%)
inv_1        1166             9.3
ha_1          665              18
fa_1          647              28
edfxtp_1      378              24
xnor2_1       181             3.4
and2_1        153             2.0
a21oi_1       126             1.3
mux2_2        122             2.9
nor2_1        106            0.84
nand2_1        87            0.69
xor2_1         83             1.5
clkbuf_1       73            0.58
o21ai_0        71            0.75
a21o_1         48            0.77
nor2b_1        42            0.56
or2_2          29            0.39
nor3_1         28            0.30
nand3_1        24            0.26
nand2b_1       22            0.29
a31oi_1        21            0.28
o21bai_1       20            0.32
and3_1         18            0.24
o21a_1         18            0.29
or3_1          17            0.23
o31ai_1        16            0.26
a211oi_1       13            0.21
o211ai_1       10            0.16
a211o_1         7            0.13
a311oi_1        7            0.13
o21ba_2         7            0.15
a221o_1         6            0.13
nand4_1         6           0.080
nor3b_1         6           0.096
o21ai_1         6           0.064
a2111oi_0       5           0.093
a21boi_0        5           0.080
mux2i_1         5            0.11
o221ai_1        5           0.093
-- metrics by stage --
stage	setup WS [ns]	std cells	area, um2
final	7.92	6672	53700
after CTS	7.85	6671	53700
after floorplan	8.24	4326	47100
after global routing	7.30	6671	53700
after global placement	7.95	6581	52100
after detailed placement	7.91	6581	52100
-- metal layers --
layer  GRT usage [%]  part of all wire (%)
met1            24.3                    44
met2            25.7                    46
met3            6.18                   8.4
met4            1.83                   1.6
met5               0                  0.13
-- layout by cell type (no fill, tap or decap), types with 6 or more instances in the layout --
master and n:
a211o_1 7, a211oi_1 13, a21o_1 48, a21oi_1 126, a221o_1 6, a311oi_1 7
a31oi_1 21, and2_1 153, and3_1 18, buf_4 19, clkbuf_1 6, clkbuf_16 50
clkdlybuf4s50_1 259, clkinv_1 10, clkinv_2 8, clkinvlp_4 6, edfxtp_1 378, fa_1 647
ha_1 665, inv_1 1166, mux2_2 122, nand2_1 86, nand2b_1 22, nand3_1 24
nand4_1 6, nor2_1 106, nor2b_1 42, nor3_1 28, nor3b_1 6, o211ai_1 10
o21a_1 18, o21ai_0 71, o21ai_1 6, o21ba_2 7, o21bai_1 20, o31ai_1 16
or2_2 28, or3_1 17, xnor2_1 181, xor2_1 83
-- logic make-up after synthesis --
| group | Yosys count | synth area share [%] |
|---|---|---|
| mux | 127 | 3.02 |
| flops | 383 | 24.4 |
| simple gates | 545 | 6.14 |
| compound gates | 439 | 6.21 |
| buf+inv | 1252 | 10.0 |
| fa+ha+maj | 1313 | 45.2 |
| xor+xnor | 267 | 5.05 |
-- path summary, 6_finish.rpt --
path | endpoint | startpoint | cells after the start
worst min register to register | current_state[2]$_DFF_PP0_ | current_state[0]$_DFF_PP1_ | 1
worst min-delay path | current_state[2]$_DFF_PP0_ | current_state[0]$_DFF_PP1_ | 1
worst max register to register | out3[31]$_SDFFCE_PN0P_ | tw_odd[29]$_DFFE_PP_ | 33
max in group asynchronous | current_state[0]$_DFF_PP1_ | rst | 2
worst max-delay path | out3[31]$_SDFFCE_PN0P_ | tw_odd[29]$_DFFE_PP_ | 33
min in group asynchronous | current_state[3]$_DFF_PP0_ | rst | 2
-- cell type report --
| type | count | area, um2 | area share, % |
|---|---|---|---|
| Antenna cell | 1 | 2.50 | 0.00466 |
| Clock buffer | 56 | 1270 | 2.37 |
| Clock inverter | 34 | 289 | 0.539 |
| Multi-Input combinational cell | 2691 | 30900 | 57.6 |
| Tap cell | 2058 | 2570 | 4.80 |
| Inverter | 1171 | 4400 | 8.19 |
| Timing Repair Buffer | 278 | 2740 | 5.10 |
| Sequential cell | 383 | 11500 | 21.4 |
-- state kept, by name, summed over array words and instances, names as in the netlist, 31 cells and up --
name	cells
bf_in1	32
out2	32
s1_o1	31
bf_in2	32
bf_in3	32
s1_e0	32
s1_o0	31
bf_in0	32
out3	32
